==> ./design.v <==
`timescale 1ns / 1ps
module fft8(clk,rst,write,start,ready,state,x0r,x0i,x1r,x1i,x2r,x2i,x3r,x3i,x4r,x4i,x5r,x5i,x6r,x6i,x7r,x7i,y0r,y0i,y1r,y1i,y2r,y2i,y3r,y3i,y4r,y4i,y5r,y5i,y6r,y6i,y7r,y7i);
input clk,rst,write,start;
input [15:0]x0r,x0i,x1r,x1i,x2r,x2i,x3r,x3i,x4r,x4i,x5r,x5i,x6r,x6i,x7r,x7i;
output reg [15:0] y0r,y0i,y1r,y1i,y2r,y2i,y3r,y3i,y4r,y4i,y5r,y5i,y6r,y6i,y7r,y7i;
output reg ready;
output reg [1:0]state;
wire [15:0] y0r_t,y0i_t,y1r_t,y1i_t,y2r_t,y2i_t,y3r_t,y3i_t,y4r_t,y4i_t,y5r_t,y5i_t,y6r_t,y6i_t,y7r_t,y7i_t;
wire [15:0] x20r,x20i,x21r,x21i,x22r,x22i,x23r,x23i,x24r,x24i,x25r,x25i,x26r,x26i,x27r,x27i;
wire [15:0] x10r,x10i,x11r,x11i,x12r,x12i,x13r,x13i,x14r,x14i,x15r,x15i,x16r,x16i,x17r,x17i;
reg[15:0] x0r_temp,x0i_temp,x1r_temp,x1i_temp,x2r_temp,x2i_temp,x3r_temp,x3i_temp,x4r_temp,x4i_temp,x5r_temp,x5i_temp,x6r_temp,x6i_temp,x7r_temp,x7i_temp;
reg[15:0] x0r_t,x0i_t,x1r_t,x1i_t,x2r_t,x2i_t,x3r_t,x3i_t,x4r_t,x4i_t,x5r_t,x5i_t,x6r_t,x6i_t,x7r_t,x7i_t;
parameter w0r=16'b1_00000000;
parameter w0i=16'b0_00000000;
parameter w1r=16'b00000000_10110101; 
parameter w1i=16'b11111111_01001011; 
parameter w2r=16'b00000000_00000000;
parameter w2i=16'b11111111_00000000; 
parameter w3r=16'b11111111_01001011; 
parameter w3i=16'b11111111_01001011; 
always @(posedge clk) begin
		if (~rst) begin
		    state<=2'b00;
			ready <= 1'b0;
		end
		else begin
		  case(state)
		      2'b00 : if(write) begin
		                  state<=2'b01;
		                  ready<=1'b0;
		              end
		              else begin 
		                   state<=2'b00;
		                   ready<=1'b0;
		              end
		      2'b01: begin
					x0r_temp<=x0r;
                    x0i_temp<=x0i;
                    x1r_temp<=x1r;
                    x1i_temp<=x1i;
                    x2r_temp<=x2r;
                    x2i_temp<=x2i;
                    x3r_temp<=x3r;
                    x3i_temp<=x3i;
                    x4r_temp<=x4r;
                    x4i_temp<=x4i;
                    x5r_temp<=x5r;
                    x5i_temp<=x5i;
                    x6r_temp<=x6r;
                    x6i_temp<=x6i;
                    x7r_temp<=x7r;
                    x7i_temp<=x7i;
                    state<=2'b10;
		             end
		     2'b10: begin
		              if(start) begin
		              x0r_t<=x0r_temp;
                      x0i_t<=x0i_temp;
                      x1r_t<=x1r_temp;
                      x1i_t<=x1i_temp;
                      x2r_t<=x2r_temp;
                      x2i_t<=x2i_temp;
                      x3r_t<=x3r_temp;
                      x3i_t<=x3i_temp;
                      x4r_t<=x4r_temp;
                      x4i_t<=x4i_temp;
                      x5r_t<=x5r_temp;
                      x5i_t<=x5i_temp;
                      x6r_t<=x6r_temp;
                      x6i_t<=x6i_temp;
                      x7r_t<=x7r_temp;
                      x7i_t<=x7i_temp;
                      state<=2'b11;
		              end
		            end
		     2'b11: begin 
                        y0r<=y0r_t;
                        y0i<=y0i_t;
                        y1r<=y1r_t;
                        y1i<=y1i_t;
                        y2r<=y2r_t;
                        y2i<=y2i_t;
                        y3r<=y3r_t;
                        y3i<=y3i_t;
                        y4r<=y4r_t;
                        y4i<=y4i_t;
                        y5r<=y5r_t;
                        y5i<=y5i_t;
                        y6r<=y6r_t;
                        y6i<=y6i_t;
                        y7r<=y7r_t;
                        y7i<=y7i_t;
		              ready<=1'b1;
		            end
		        default : state<=2'b00;
		  endcase
		end
	end
bfly_cal s11(x0r_t,x0i_t,x4r_t,x4i_t,w0r,w0i,x10r,x10i,x11r,x11i);
bfly_cal s12(x2r_t,x2i_t,x6r_t,x6i_t,w0r,w0i,x12r,x12i,x13r,x13i);
bfly_cal s13(x1r_t,x1i_t,x5r_t,x5i_t,w0r,w0i,x14r,x14i,x15r,x15i);
bfly_cal s14(x3r_t,x3i_t,x7r_t,x7i_t,w0r,w0i,x16r,x16i,x17r,x17i);
bfly_cal s21(x10r,x10i,x12r,x12i,w0r,w0i,x20r,x20i,x22r,x22i);
bfly_cal s22(x11r,x11i,x13r,x13i,w2r,w2i,x21r,x21i,x23r,x23i);
bfly_cal s23(x14r,x14i,x16r,x16i,w0r,w0i,x24r,x24i,x26r,x26i);
bfly_cal s24(x15r,x15i,x17r,x17i,w2r,w2i,x25r,x25i,x27r,x27i);
bfly_cal s31(x20r,x20i,x24r,x24i,w0r,w0i,y0r_t,y0i_t,y4r_t,y4i_t);
bfly_cal s32(x21r,x21i,x25r,x25i,w1r,w1i,y1r_t,y1i_t,y5r_t,y5i_t);
bfly_cal s33(x22r,x22i,x26r,x26i,w2r,w2i,y2r_t,y2i_t,y6r_t,y6i_t);
bfly_cal s34(x23r,x23i,x27r,x27i,w3r,w3i,y3r_t,y3i_t,y7r_t,y7i_t);
endmodule
module bfly_cal(xr,xi,yr,yi,wr,wi,x0r,x0i,x1r,x1i);
input signed [15:0]xr,xi,yr,yi;
input signed [15:0]wr,wi;
output [15:0]x0r,x0i,x1r,x1i;
wire [31:0]p1,p2,p3,p4;
assign p1=wr*yr;
assign p2=wi*yr;
assign p3=wr*yi;
assign p4=wi*yi;
assign x0r=xr+p1[23:8]-p4[23:8];
assign x0i=xi+p2[23:8]+p3[23:8];
assign x1r=xr-p1[23:8]+p4[23:8];
assign x1i=xi-p2[23:8]-p3[23:8];
endmodule
==> ./run.sh <==
#!/bin/bash
# OpenROAD 26Q1-2900-gdf79404cd8, Yosys 0.63+post, stock flow scripts
make -C /OpenROAD-flow-scripts/flow DESIGN_CONFIG=/design/flow/config.mk WORK_HOME=/design/flow/orfs finish
==> ./config.mk <==
export PLATFORM = sky130hd
export DESIGN_NAME = fft8
export DESIGN_NICKNAME = fft8
export VERILOG_FILES = /design/flow/design.v
export SDC_FILE = /design/flow/constraint.sdc
export NUM_CORES = 4
export LEC_CHECK = 1
export CORE_UTILIZATION = 30
==> ./constraint.sdc <==
current_design fft8

set clk_period 29.0
set clk_io_pct 0.2

create_clock -name clk0 -period $clk_period [get_ports {clk}]

set non_clock_inputs [all_inputs -no_clocks]
set_input_delay [expr $clk_period * $clk_io_pct] -clock clk0 $non_clock_inputs
set_output_delay [expr $clk_period * $clk_io_pct] -clock clk0 [all_outputs]
==> impl_metrics.json <==
{
  "status": "completed",
  "fp_util_pct": 30.2,
  "post_cts_resize_count": 0,
  "clkSlewWorstSetupHoldPaths_ps": 70,
  "rsz0062_at_grt": "no",
  "drt-pass1-iter-count": 31,
  "finalSetupViolCount": 0,
  "synth_cells": 7038,
  "synth.top_cell.area_share_pct": 31.8,
  "setup_tns_ps": 0,
  "grt_max_degree": 64,
  "drive_gt1_share_pct": 3.86,
  "cts_tree": "yes",
  "tool_warnings": 419,
  "clock-sinks": 764,
  "cp_max_fo": 7,
  "slowest_stage": "o41ai_1",
  "yosys-stat-area_um2": 71900,
  "insertion_delay_ps": 780,
  "dpl.hpwl_um": 191000,
  "grt_use_total_pct": 18.9,
  "place_area_um2": 81300,
  "vias": 50200,
  "edf_count": 761,
  "async_flop_share_pct": 0,
  "flop_cell": "edfxtp_1",
  "tightest_slew_ps": 997,
  "num_rows": 179,
  "ys_cells": 7038,
  "ys_warn_count": 1,
  "core_um2": 238000,
  "vias_per_cell": 4.61,
  "place_inst": 10700,
  "synthesis.area_um2": 71900,
  "synth.distinct_cells": 98,
  "syn_avg_cell_area_um2": 10.2,
  "wire_per_inst_um": 20.2,
  "finClkSkew_ps": 74.4,
  "gp_congestion": 0.983,
  "synth_top_cell_by_count": "inv_1",
  "drtIter0Drc": 2660,
  "cts_setup_buffers": 0,
  "final-instance-count-excl-fill": 10900,
  "critPathKind": "reg -> reg",
  "cp.arrival_ps": 12350,
  "hold_class": "reg -> reg",
  "wirelength_um": 219000,
  "fin_util_pct": 35.4,
  "grt.overflow.total": 0,
  "finalCritPeriodShare_pct": 41.0,
  "antenna_found_initial": 12,
  "grt_pass1_wl_um": 322000,
  "ios": 519,
  "ys_seq_share_pct": 31.8,
  "die-area_um2": 242000,
  "grt_pass1_vias": 50200,
  "max-cap-violations": 0,
  "cts_root_buf": "clkbuf_16",
  "die_w_um": 492,
  "crit_top_cell": "ha_1",
  "cts_max_level": 3,
  "cts_max_path_buffers": 3,
  "drc": 0,
  "cp_data_required_time_ps": 29460,
  "syn_to_final_growth_pct": 17.3,
  "crit_path_max_incr_delay_ps": 630,
  "hold_violations": 0,
  "max_freq_ghz": 0.0841,
  "final_cell_area_um2": 84400,
  "period_needed_ps": 11880,
  "synth-seq-cells": 764,
  "cts_hold_buf": 0,
  "port-buffer-count": 518,
  "area_leaders": "edfxtp_1 32%, ha_1 21%, fa_1 10%",
  "slew_headroom_pct": 33.0,
  "drv_slew": 0,
  "worstSetupStartpointType": "flip-flop",
  "end_kind": "flip-flop",
  "yosysTopAreaCell": "edfxtp_1",
  "ys_top_cells_by_count": "1362 x inv_1, 1205 x ha_1, 761 x edfxtp_1",
  "final_antenna_net_count": 0,
  "dieHeight_um": 492,
  "cts-buffers-inserted": 86
}
-- kinds of logic (layout without fill, tap and decap cells) --
family          after synthesis  count (layout)  share of synthesized area (%)
fa+ha+maj                  1567            1567                           31.0
buf+inv                    1452            2118                           7.64
compound gates             1388            1388                           12.4
simple gates               1050            1050                           6.88
xor+xnor                    797             797                           9.94
flops                       764             764                           31.8
mux                          20              20                          0.287
other cells                   0               4                              0
-- cells in the final DEF, fill, tap and decap left out, types with 12 or more instances in the layout --
cell type / instances
fa_1: 358
o21ba_2: 12
inv_1: 1362
or2_2: 18
nand3_1: 36
nor4_1: 16
buf_4: 79
a21boi_0: 57
bufinv_16: 14
a211oi_1: 16
ha_1: 1205
a21oi_1: 499
nand2_1: 156
xor2_1: 164
o31a_1: 13
and3_1: 55
o41ai_1: 19
edfxtp_1: 761
a31oi_1: 19
mux2i_1: 15
nor2_1: 461
o21ai_0: 234
nand2b_1: 56
nor3_1: 88
nor2b_1: 78
o21bai_1: 198
xnor2_1: 617
clkbuf_16: 87
clkdlybuf4s50_1: 518
or3_1: 25
a221oi_1: 21
a21o_1: 90
o21ai_1: 15
o31ai_1: 16
o21a_1: 37
-- per-layer routing --
layer / routed length (um) / track usage [%]
met1: 98600 / 27.2
met2: 98300 / 29.2
met3: 17000 / 5.64
met4: 4850 / 3.37
met5: 401 / 1.09
-- through the flow --
step,hold slack (ps),worst slack (ps)
floorplan,400,16670
global placement,405,17350
detailed placement,405,17270
CTS,413,17120
global route,417,16200
finish,413,17120
-- worst max-delay path, delay by kind of cell, from the launching register on --
family                     cells  cell delay [ps]
AOI/OAI and AO/OA             14             3450
xor gates and xnor gates       4              960
adders and majority gates     13             4560
buffers and inverters          2              260
DFF                            1              400
muxes                          1              380
and+or+nand+nor                9             1540
-- final timing paths --
| check | cells past startpoint | to | slack, ps | from |
|---|---|---|---|---|
| max | 43 | y7i[15]$_DFFE_PP_ | 17120 | x3i_t[0]$_DFFE_PP_ |
| min | 0 | x5r_t[6]$_DFFE_PP_ | 410 | x5r_temp[6]$_DFFE_PP_ |
| max reg2reg | 43 | y7i[15]$_DFFE_PP_ | 17120 | x3i_t[0]$_DFFE_PP_ |
| min reg2reg | 0 | x5r_t[6]$_DFFE_PP_ | 410 | x5r_temp[6]$_DFFE_PP_ |
-- final cells by class --
| cell class | count | area, um^2 |
|---|---|---|
| Antenna cell | 4 | 10.0 |
| Inverter | 1366 | 5130 |
| Sequential cell | 764 | 22900 |
| Clock inverter | 58 | 810 |
| Clock buffer | 97 | 2210 |
| Multi-Input combinational cell | 4822 | 43600 |
| Timing Repair Buffer | 597 | 5780 |
| Fill cell | 23200 | 154000 |
| Tap cell | 3167 | 3960 |
